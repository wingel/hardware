## ./config.mk

```make
export PLATFORM = sky130hd
export DESIGN_NAME = spi_slave
export DESIGN_NICKNAME = spi_slave
export VERILOG_FILES = /design/flow/design.v
export SDC_FILE = /design/flow/constraint.sdc
export NUM_CORES = 4
export LEC_CHECK = 1
export CORE_UTILIZATION = 30
```

## ./constraint.sdc

```tcl
current_design spi_slave

set clk_period 3.3
set clk_io_pct 0.2

create_clock -name clk0 -period $clk_period [get_ports {sck}]

set non_clock_inputs [all_inputs -no_clocks]
set_input_delay [expr $clk_period * $clk_io_pct] -clock clk0 $non_clock_inputs
set_output_delay [expr $clk_period * $clk_io_pct] -clock clk0 [all_outputs]
```

## ./design.v

```verilog
`timescale 1ns / 1ns
`default_nettype none
module spi_slave
  #(
    parameter ADDR_WIDTH = 18,
    parameter DATA_WIDTH = 8
    )
  (
   input cs_n,
   input sck,
   input sdi,
   output wire sdo,
   output reg sdoe,
   output reg [ADDR_WIDTH-1:0] addro,
   output reg addroe,
   output reg [DATA_WIDTH-1:0] datao,
   input wire [DATA_WIDTH-1:0] datai,
   output reg dataoe,
   output reg oe_n,
   output reg we_n,
   output wire ce_n
   );
  reg [DATA_WIDTH-2:0] shiftreg = 0;
  wire [DATA_WIDTH-1:0] curr = { shiftreg, sdi };
  reg [DATA_WIDTH-2:0] idx;
  reg rw = 0;
  reg [DATA_WIDTH-1:0] datahold;
  assign sdo = datahold[DATA_WIDTH-1];
  assign ce_n = oe_n && we_n;
  always @(posedge cs_n or posedge sck) begin
    if (cs_n) begin
      idx <= 0;
      rw <= 0;
      addro <= 0;
      addroe <= 0;
      datao <= 0;
      dataoe <= 0;
      shiftreg <= 0;
      sdoe <= 0;
      oe_n <= 1;
    end else begin
      addroe <= 0;
      dataoe <= 0;
      oe_n <= 1;
      sdoe <= 0;
      if (idx == 7) begin
        rw <= curr[7];
        addro[17:16] <= curr[1:0];
      end else if (idx == 15) begin
        addro[15:8] <= curr[7:0];
      end else if (idx == 23) begin
        addro[7:0] <= curr[7:0];
      end else if (idx == 31) begin
        if (rw)
          addro <= addro + 1;
      end else if (idx == 39) begin
        addro <= addro + 1;
      end
      if (rw) begin
        if (idx == 23 || idx == 31 || idx == 39) begin
          addroe <= 1;
          oe_n <= 0;
        end
        if (idx >= 24) begin
          sdoe <= 1;
        end
      end else begin
        if (idx == 31 || idx == 39) begin
          datao <= curr;
          addroe <= 1;
          dataoe <= 1;
        end
      end
      if (idx == 39) begin
        idx <= 32;
      end else begin
        idx <= idx + 1;
      end
      shiftreg <= curr[6:0];
    end
  end
  always @(posedge cs_n or negedge sck) begin
    if (cs_n) begin
      we_n <= 1;
      datahold <= 0;
    end else begin
      we_n <= 1;
      if (dataoe) begin
        we_n <= 0;
      end
      if (!oe_n) begin
        datahold <= datai;
      end else begin
        datahold <= { datahold[6:0], 1'b0 };
      end
    end
  end
endmodule
`default_nettype wire
```

## ./run.sh

```bash
#!/bin/bash
# OpenROAD 26Q1-2900-gdf79404cd8, Yosys 0.63+post, stock flow scripts
make -C /OpenROAD-flow-scripts/flow DESIGN_CONFIG=/design/flow/config.mk WORK_HOME=/design/flow/orfs finish
```

==> flow_summary_export.csv <==
group,metric,value,unit
run_status,result_of_the_run,"finished, violations left",
run_status,violated_checks,"setup timing",
logic_synthesis,ys_cells,236,
logic_synthesis,synth.yosys.warnings,1,
layout,flow.area_growth_from_synthesis,23.2,%
routing,viasPerCell,4.99,
logic_synthesis,ys_async_sr_fraction,1.00,
global_routing,first_global_vias,1728,
layout,num-fill-cells,803,
clock_network,cts.clk_slew.worst_paths,0.06,ns
sta,timing_max_transition_violations_final,0,
sta,worst_slew_margin_relative_to_its_limit,0.414,
routing,first_iter_violations,147,
routing,drt_pre_antenna_iters,4,
routing,wl_met2,2380,um
floorplan,chipArea,8900,um^2
floorplan,io-pin-count,44,
floorplan,die_width,94.3,um
sta,final.setup.worst_slack,-0.0601,ns
clock_network,postCtsHoldBufs,0,
worst_setup_path,endpoint_kind,"output port",
routing,highest-signal-layer,"met4",
routing,detail-route-antenna-nets,0,
worst_setup_path,crit_path_cell_trace,"and2_1 > buf_2",
power,worst_ir_drop_vdd,217,uV
logic_synthesis,synth.ff_latch_count,54,
logic_synthesis,yosys_area,2560,um^2
sta,worst-slew-pin-transition,0.872,ns
placement,detailedPlace.worstSlack,-0.0697,ns
logic_synthesis,flop_cell,"sky130_fd_sc_hd__dfrtp_1",
routing,detail_route.wirelength,5380,um
layout,layout.core_utilization,0.383,
floorplan,fp_util,0.311,
logic_synthesis,count_of_mapped_cells_out_of_synthesis,236,
worst_setup_path,worst_setup_path_start_kind,"flop",
sta,final-setup-viol-count,2,
placement,post-dp-hpwl,3850,um
floorplan,die_y,94.3,um
hold_path,timing.hold.worst.start,"datahold[1]",
global_routing,maximum_number_of_pins_on_one_net_before_global_route_repair,46,
hold_path,hold_depth,1,
routing,wl_met1,2640,um
routing,met3RoutedLength,271,um
logic_synthesis,postSynthSeqShare,0.529,
sta,finalHoldViolations,0,
sta,fin_worst_skew,0.0504,ns
worst_setup_path,worst_ep_arrival_time,2.70,ns
worst_setup_path,reg2reg_slack,0.49,ns
routing,diodes,0,
worst_setup_path,r2r_end,"datahold[1]",
worst_setup_path,cp_slowest_stage_delay,0.51,ns
logic_synthesis,synth_area_leader_cell,"sky130_fd_sc_hd__dfrtp_1",
logic_synthesis,avgSynthCellArea,10.8,um^2
global_routing,grt_antenna_before_repair,0,
clock_network,clkLatencyLatePin,0.36,ns
clock_network,tritoncts_num_sinks,54,
global_routing,grt_pass1_wl,8820,um
routing,drt_drc_violations_left,0,
hold_path,hold_path_end,"datahold[2]",
logic_synthesis,yosysUniqueCellTypes,53,
placement,port_buffers,43,
logic_synthesis,synth.top_cell.area_share,0.431,
logic_synthesis,ys_top_cells_by_area,"sky130_fd_sc_hd__dfrtp_1, sky130_fd_sc_hd__dfrtn_1, sky130_fd_sc_hd__mux2_2",
logic_synthesis,flip_flops_with_a_built_in_enable,0,
worst_setup_path,worst-endpoint-required,2.64,ns
clock_network,clock_tree.root_cell,"sky130_fd_sc_hd__clkbuf_8",
worst_setup_path,timing.rr.start,"oe_n",
sta,fin_setup_tns,-0.120,ns
placement,place_congestion,0.835,
clock_network,cts_tree,"yes",
floorplan,core_area,8220,um^2
routing,num_vias,1910,
global_routing,global_route.usage.total,0.132,
clock_network,cts_buffer_depth,2,
power,power_per_cell_area,414,nW/um^2
layout,final_layout_size_suffix_gt1_frac,0.155,
power,total_leakage_power,1.25,nW
routing,routed_wirelength_normalized_by_instance_count,14.0,um
global_routing,globalRoute.totalOverflow,0,
sta,setup_repair_after_global_routing_missed_its_margin,"true",
logic_synthesis,synthesis.area,2560,um^2
clock_network,cts_htree_levels,2,
worst_setup_path,worst_path_max_delay_cell,"sky130_fd_sc_hd__dfstp_2",
run,warnings,30,
clock_network,cts_inserted_buffers,5,
sta,finalHoldWorstSlack,0.418,ns
worst_setup_path,critical_path.max_fanout,2,
power,power,1.30,mW
run,maxCapViolCount,0,
worst_setup_path,reg2regPathDepth,1,
floorplan,number_of_cell_rows,33,
worst_setup_path,crit_type,"reg2out",
hold_path,min-delay-path-class,"reg2reg",
stage by stage:
step | cells | cell area [um^2]
finish | 383 | 3150
global route | 383 | 3150
CTS | 383 | 3150
detailed placement | 375 | 3060
global placement | 375 | 3060
floorplan | 236 | 2560
cell families (layout without fill, tap and decap cells):
group                      Yosys count  count (layout)  share of synthesized area
AOI/OAI and AO/OA                   47              47                      0.127
DFF                                 54              54                      0.529
and+or+nand+nor                     88              88                      0.185
buffers and inverters               19              61                     0.0416
xor gates and xnor gates             8               8                     0.0274
muxes                               17              17                     0.0744
adders and majority gates            3               3                     0.0147
final cells by class:
cell class	count	area, um^2	share of cell area
multi-input combinational	163	1100	0.348
inverter	8	33.8	0.0107
timing repair buffer	44	430	0.137
tap	105	131	0.0417
clock buffer	5	68.8	0.0218
sequential	54	1350	0.430
clock inverter	4	35.0	0.0111
power by group:
part | switching (mW) | total (mW) | internal (mW) | leakage (nW)
clock | 0.217 | 0.405 | 0.188 | 0.0620
sequential | 0.0535 | 0.755 | 0.701 | 0.661
combinational | 0.0434 | 0.145 | 0.101 | 0.530
how the worst max path moves through the flow:
stage | slack (ns) | to | start | cells past startpoint
4_1_cts | -0.07 | ce_n | we_n | 2
5_1_grt | -0.10 | we_n | we_n | 1
6_report | -0.06 | ce_n | we_n | 2
registers in the layout, indices dropped and copies added, names as in the netlist:
name and flops:
datahold 8, addro 18, shiftreg 7, dataoe 1, sdoe 1, datao 8
rw 1, oe_n 1, idx 7, addroe 1, we_n 1
what timing repair did:
| action | in CTS | in global routing |
|---|---|---|
| endpoints found under the setup margin | 3 | 2 |
| setup buffers | 0 | 0 |
| resized | 5 | 0 |
metal layers:
layer,GRT usage,vias up
li1,-,926
met1,0.218,931
met2,0.186,46
met3,0.0245,7
met4,0.0231,0
met5,0,-
critical path: cells and delay by family, from the launching register on:
family,cells,cell delay [ns]
buffers and inverters,1,0.08
flip-flops,1,0.51
AND/OR/NAND/NOR,1,0.11
cells in the final DEF, fill, tap and decap left out, drive strengths merged, types with 2 or more instances in the layout:
master,netlist,layout
nand2,24,24
o22ai,3,3
nand4,10,10
ha,3,3
clkdlybuf4s50,0,40
a21oi,10,10
and2,2,2
dlygate4sd2,0,2
buf,9,2
xor2,3,3
or2,4,4
nor3,4,4
nor2,18,18
dfrtp,44,44
and3,2,2
dfrtn,8,8
nor4,2,2
o22a,2,2
mux2,16,16
o211ai,4,4
nand2b,2,2
a22oi,2,2
xnor2,5,5
a2bb2oi,3,3
inv,9,8
or3,2,2
o21ai,14,14
a31oi,2,2
dfstp,2,2
a311oi,2,2
and4,2,2
clkbuf,1,5
nand3,10,10
nor2b,2,2
clkinv,0,2
synthesized netlist by cell type (all sizes together) (2+ instances only):
| cell type | number |
|---|---|
| a2bb2oi | 3 |
| and4 | 2 |
| dfrtn | 8 |
| nand2b | 2 |
| inv | 9 |
| nand3 | 10 |
| mux2 | 16 |
| nand2 | 24 |
| and2 | 2 |
| ha | 3 |
| o211ai | 4 |
| or2 | 4 |
| o22a | 2 |
| dfstp | 2 |
| a311oi | 2 |
| a21oi | 10 |
| nor2 | 18 |
| xnor2 | 5 |
| or3 | 2 |
| xor2 | 3 |
| o22ai | 3 |
| and3 | 2 |
| nor2b | 2 |
| nor4 | 2 |
| dfrtp | 44 |
| o21ai | 14 |
| nand4 | 10 |
| nor3 | 4 |
| buf | 9 |
| a31oi | 2 |
| a22oi | 2 |
No activity file was given, so power comes from the tool's default toggle rates.
